**design.v**
```verilog
module dice_roller(
    input clk,  
    input roll_button,  
    output reg[3:0] dice1,
    output reg[3:0] dice2
);
    reg [7:0] lfsr1 = 8'b10101011; 
    reg [7:0] lfsr2 = 8'b11001101; 
    wire feedback1 = lfsr1[7] ^ lfsr1[5] ^ lfsr1[4] ^ lfsr1[3];
    wire feedback2 = lfsr2[7] ^ lfsr2[5] ^ lfsr2[4] ^ lfsr2[3];
always @(posedge clk) begin
    lfsr1 <= {lfsr1[6:0], feedback1};
    lfsr2 <= {lfsr2[6:0], feedback2};
    if (roll_button) begin
        if (lfsr1 >252) lfsr1 <= lfsr1>>1;
        if (lfsr2 >252) lfsr2 <= lfsr2>>1;
        dice1 <= (lfsr1 % 6) + 1;
        dice2 <= (lfsr2 % 6) + 1;
    end
end
endmodule
```
**run.sh**
```bash
#!/bin/bash
# OpenROAD 26Q1-2900-gdf79404cd8, Yosys 0.63+post, stock flow scripts
make -C /OpenROAD-flow-scripts/flow DESIGN_CONFIG=/design/flow/config.mk WORK_HOME=/design/flow/orfs finish
```
**config.mk**
```make
export PLATFORM = sky130hd
export DESIGN_NAME = dice_roller
export DESIGN_NICKNAME = dice_roller
export VERILOG_FILES = /design/flow/design.v
export SDC_FILE = /design/flow/constraint.sdc
export NUM_CORES = 4
export LEC_CHECK = 1
export CORE_AREA = 10 10 91 91
export DIE_AREA = 0 0 101 101
```
**constraint.sdc**
```tcl
current_design dice_roller

set clk_period 3.1
set clk_io_pct 0.2

create_clock -name clk0 -period $clk_period [get_ports {clk}]

set non_clock_inputs [all_inputs -no_clocks]
set_input_delay [expr $clk_period * $clk_io_pct] -clock clk0 $non_clock_inputs
set_output_delay [expr $clk_period * $clk_io_pct] -clock clk0 [all_outputs]
```
==> GITHUB_STEP_SUMMARY <==
### Yosys + OpenROAD results

| Metric | Value |
|---|---|
| WL final | ~4.1 mm |
| Unrepaired setup endpoints after global routing | yes |
| CTS buffer count | 3 |
| GRT overflow | 0 |
| Die width | roughly 100 um |
| # DRC | 0 |
| Failing checks | setup timing |
| Crit start category | flip-flop |
| Pwr dens | 218 nW/um2 |
| Clock latency (worst-skew pair) | 0.26 ns |
| Biggest area cells | dfxtp_1 16%, edfxtp_1 12%, nand2_1 4.4%, ha_1 3.8%, o21ai_0 3.5% |
| Max Slew Vio Count | 0 |
| Antenna-violating nets left | 0 |
| Area grow syn2layout | 20.0% |
| Vias in the first global route | 1566 |
| Ys flops | 24 |
| Synthesis Warnings | 1 |
| Largest net degree at the start of global routing | 23 |
| CTS tree | yes |
| Synth Seq Share | 28.4% |
| CTS clk-pin slew, worst paths | 0.08 ns |
| Fin crit share | 107% |
| IO buf count | 9 |
| Status | finished, violations left |
| GRT Overall Usage | 8.22% |
| HP Class | reg2reg |
| Setup tns final | -0.401 ns |
| Final Worst Setup Slack | -0.215 ns |
| WS Path Type | reg2reg |
| Synthesized area per cell | between 8 and 9 um2 |
| Core Box Area | 6350 um2 |
| Post-placement setup slack | -0.326 ns |
| Worst Skew | around 0.0046 ns |
| Chip Area | 10200 um2 |
| Top cell area share | 16.2% |
| CP Cell Sequence | ha_4, and4bb_2, a211o_4, a221o_1, o21a_1, o21ai_1, o31a_1, ha_4, or3_1, a21oi_2, a2111oi_4, a32oi_2, xnor2_1 |
| Yosys top cell by area | dfxtp_1 |
| Routed len/inst | 12.3 um |
| Vias | 1710 |
| 1st-iter DRT viols | around 73 |
| Syn Inst Count | 235 |
| Number of top-level pins | 10 |
| Endpoints failing hold | 0 |
| Sink Count | 24 |
| Peak VDD IR | between 0.15 and 0.2 mV |
| Via-per-instance ratio | 5.18 |
| Flip-flops with a built-in enable | 8 |
| Clock Path Buffers | 2 |
| Root buf cell | clkbuf_8 |
| Critical path peak fanout | 5 |
| Pre-antenna DRT Iters | 5 |
| GP Congestion | 0.867 |
| Fmax | 302 MHz |
| LEAKAGE | 0.000920 uW |
| Layout cells sized above 1 | ~25% |
| Number of cells in Yosys stat | roughly 240 |
| Post-route minimum period | 3.31 ns |
| Main synth FF type | dfxtp_1 |
| Cell area after synthesis | slightly below 2000 um2 |
| DP HPWL | 3.06 mm |
| Log Warnings | 28 |
| Num rows | 29 |
| Most frequent cell after synthesis | nand2_1 |
| Most used cell, CP | ha_4 |
| Async S/R FF share, synth | 0% |
| CP arrival | between 3 and 4 ns |
| Slowest library cell on the worst path | a211o_4 |
| # setup viols final | 2 |
| Synth top cells by count | 23 x nand2_1, 16 x clkbuf_1, 16 x dfxtp_1, 14 x o21ai_0 |
| Yosys stat area | 1980 um2 |
| Synth cell types | 70 |
| Fp util | between 30% and 40% |
| Total chip power | 516 uW |
| Worst setup EP type | flip-flop |
| CP required | 3.11 ns |
| First-pass GRT wire length | around 7.2 mm |
| H-tree levels | 1 |
| Vertical die size | a little over 100 um |
| Antenna violations before repair | 0 |
| Max_slew headroom | a little under half |
| CP peak stage delay | 0.35 ns |
| Worst slew pin tran | around 0.79 ns |
| Max cap viols | 0 |
| N_diodes | 0 |
| Hold-fix buffers, CTS | 0 |
-- kinds of logic after synthesis --
| kind of cell | share of synthesized area, % |
|---|---|
| XOR/XNOR | 5.32 |
| flip-flops | 28.4 |
| buffers and inverters | 8.86 |
| AND/OR/NAND/NOR | 25.9 |
| adder cells (fa/ha/maj) | 3.80 |
| AND-OR/OR-AND | 27.8 |
-- per-layer routing --
layer | GRT usage [%] | up-vias | share of wire (%)
met5 | 0 | - | 0
met4 | 0.643 | 0 | 0.30
met3 | 1.11 | 2 | 2.0
met2 | 13.4 | 11 | 49
met1 | 11.9 | 802 | 49
li1 | - | 895 | -
-- area by class of cell --
| type | instances | area [um2] |
|---|---|---|
| repair buffers | 41 | 330 |
| flip-flops and latches | 24 | 563 |
| fillers | 642 | 3980 |
| multi-input cells | 175 | 1300 |
| inverters | 9 | 33.8 |
| well taps | 77 | 96.3 |
| clock buffers | 4 | 45.0 |
-- stage by stage --
stage          std cells  hold WS (ns)  area (um2)  util, %
2_1_floorplan        235         0.466        2030        -
3_3_place_gp         324         0.443        2280     35.9
3_5_place_dp         324         0.451        2280     35.9
4_1_cts              330         0.463        2360     37.2
5_1_grt              330         0.481        2370     37.4
6_report             330         0.458        2370     37.4
-- sequential cells by signal, indices dropped and copies added, names as in the netlist --
register / cells
dice1: 4
dice2: 4
lfsr1: 8
lfsr2: 8
-- layout by cell type (no fill, tap or decap), types with 3 or more instances in the layout --
| master | instances |
|---|---|
| xnor2_1 | 6 |
| ha_1 | 4 |
| o21a_1 | 3 |
| nand4_1 | 3 |
| o211ai_1 | 3 |
| nor2_1 | 13 |
| nand2_1 | 23 |
| or2_2 | 4 |
| nor2b_1 | 5 |
| buf_4 | 32 |
| clkbuf_8 | 3 |
| dfxtp_1 | 14 |
| inv_1 | 8 |
| clkdlybuf4s50_1 | 9 |
| edfxtp_1 | 8 |
| nand3b_1 | 4 |
| o21ai_0 | 13 |
| o221ai_1 | 3 |
| nor3b_1 | 3 |
| a21oi_1 | 7 |
| a211oi_1 | 3 |
| xor2_1 | 6 |
| nand3_1 | 13 |
-- critical path: cells and delay by family, from the launching register on --
family	cells	cell delay (ns)
compound gates	8	1.63
simple gates	2	0.54
fa+ha+maj	2	0.49
flops	1	0.34
xor+xnor	1	0.08
-- what timing repair did --
| action | CTS | global route |
|---|---|---|
| setup endpoints to repair | 2 | 2 |
| resized | 4 | 2 |
| buffers inserted | 2 | 0 |
| pin swaps | 2 | 1 |
-- power by group --
part,leakage [uW],internal (uW),total [uW],switching [uW]
sequential,0.000215,326,327,0.820
clock,0.0000228,91.4,179,87.8
combinational,0.000681,6.41,9.61,3.20
-- path summary, 6_finish.rpt --
path              depth (start not counted)       end  startpoint  slack, ns
setup reg to reg                         13  dice2[3]    lfsr2[7]      -0.21
setup / recovery                         13  dice2[3]    lfsr2[7]      -0.21
hold / removal                            0  lfsr1[6]    lfsr1[5]       0.46
hold reg to reg                           0  lfsr1[6]    lfsr1[5]       0.46
Power and IR drop assume default switching activity.
