**flow/run.sh**
```bash
#!/bin/bash
# OpenROAD 26Q1-2900-gdf79404cd8, Yosys 0.63+post, stock flow scripts
make -C /OpenROAD-flow-scripts/flow DESIGN_CONFIG=/design/flow/config.mk WORK_HOME=/design/flow/orfs finish
```
**flow/config.mk**
```make
export PLATFORM = sky130hd
export DESIGN_NAME = round
export DESIGN_NICKNAME = round
export VERILOG_FILES = /design/flow/design.v
export SDC_FILE = /design/flow/constraint.sdc
export NUM_CORES = 4
export LEC_CHECK = 1
export CORE_AREA = 10 10 70 70
export DIE_AREA = 0 0 80 80
```
**flow/constraint.sdc**
```tcl
current_design round

set clk_period 1.2
set clk_io_pct 0.2

create_clock -name clk0 -period $clk_period

set non_clock_inputs [all_inputs -no_clocks]
set_input_delay [expr $clk_period * $clk_io_pct] -clock clk0 $non_clock_inputs
set_output_delay [expr $clk_period * $clk_io_pct] -clock clk0 [all_outputs]
```
**flow/design.v**
```verilog
`timescale 1ns / 1ps
module round(E_in, F_in, fifth_bit, E_out, F_out);
    input [2:0] E_in;
    input [3:0] F_in;
    input fifth_bit;
    output reg [2:0] E_out;
    output reg [3:0] F_out;
	always @* begin
		E_out = E_in;
		F_out = F_in;
        if (fifth_bit == 1) begin
            if (F_in != 4'b1111) begin
                E_out = E_in;
                F_out = F_in + 1;
            end else if (E_in != 3'b111) begin
                E_out = E_in + 1;
                F_out = 4'b1000;
            end
        end
    end
endmodule
```
==> flow_summary_export.csv <==
group,metric,value,unit
synthesis,ys_sh_adder,15.4,%
placed_design,io_buffers,15,
finish,num-clock-buffers,0,
drt,drt_iter0_drc,3,
floorplan,die-area,0.00640,mm^2
power_and_ir_drop,totalPowerFinal,0.000140,W
hold_path,hp-class,"in2out",
synthesis,yosys_cells,20,
finish,ff_count,0,
drt,routedWlPerCell,8.77,um
clock_network,holdBufCountCts,0,
timing,rsz0062_at_grt,"yes",
drt,drt_pass1_iterations,3,
timing,finalClockPeriodUsage,114,%
synthesis,top_area_cell,"ha_1",
outcome,status,"finished, violations left",
timing,timing.hold.ws,795,ps
finish,fin_util,15.0,%
timing,final-hold-violation-count,0,
worst_setup_path,path_class,"in2out",
drt,viasPerCell,2.87,
timing,layout_setup_ws,-166,ps
timing,report.final.slew_viol_count,0,
worst_setup_path,crit_path_start_kind,"input port",
floorplan,fp_util,4.76,%
synthesis,synth_area,163,um^2
placed_design,dp_worst_setup_slack,-1020,ps
run,tool_warnings,34,
floorplan,pin_count,15,
timing,relSlewSlack,92.6,%
worst_setup_path,path_max_fanout,4,
power_and_ir_drop,ir_worst_vdd,0.000119,V
global_routing,antenna_found_initial,0,
finish,fillers,395,
worst_setup_path,critical_path_required,960,ps
worst_setup_path,crit_arrival,1130,ps
worst_setup_path,cp-end-kind,"output port",
placed_design,place_hpwl,690,um
drt,antenna_left,0,
power_and_ir_drop,p_leak,0.219,nW
power_and_ir_drop,power.density,273,mW/mm^2
timing,finalSetupViolCount,6,
global_routing,gr-usage-all-layers,2.59,%
synthesis,ys_types,16,
synthesis,syn-instance-count,20,
finish,area_delta_synth_final,215,%
synthesis,yosys-top-cells-area,"ha_1, nand3_4, mux2_4",
synthesis,ys_seq_share,0,%
timing,setup_tns,-610,ps
synthesis,mux_share,15.4,%
placed_design,gp_congestion,0.809,
outcome,violations,"setup timing",
timing,fin_crit,1370,ps
drt,drc_errors,0,
synthesis,aoi_share,25.4,%
floorplan,rows,21,
synthesis,avgSynthCellArea,8.13,um^2
synthesis,top_logic_kind,"simple AND/OR/NAND/NOR gates",
drt,vias,273,
timing,worstMarginPinSlew,108,ps
global_routing,grt_overflow_total,0,
floorplan,die_h,80,um
global_routing,grt_pass1_vias,305,
finish,layout.area.seq,0,um^2
drt,routed_wl,833,um
global_routing,grt_pass1_wl,1.35,mm
floorplan,core,0.00342,mm^2
floorplan,die_x,80,um
synthesis,top_area_share,15.4,%
finish,layout-drive-gt1-share,79.6,%
timing,max_freq,732,MHz
synthesis,yosys_area,163,um^2
synthesis,ys_sh_simple,38.5,%
synthesis,yosysWarnings,1,
global_routing,grt_max_degree,7,
drt,num_antenna_cells,0,
synthesis,synth-xor-area-share,5.38,%
run,drv_cap,0,
## synth_stat cells, drive strengths merged
| cell | n |
|---|---|
| a21oi | 2 |
| a22o | 1 |
| a32o | 1 |
| and3 | 1 |
| ha | 2 |
| mux2 | 1 |
| mux2i | 1 |
| nand2 | 2 |
| nand3 | 3 |
| nand4 | 1 |
| nor2 | 1 |
| nor2b | 1 |
| o21ai | 1 |
| o21bai | 1 |
| xnor2 | 1 |
## cells by family after synthesis
kind of cell             count (synthesis)
multiplexers                             2
adder cells (fa/ha/maj)                  2
AND/OR/NAND/NOR                          9
AND-OR/OR-AND                            6
XOR/XNOR                                 1
## critical path, cell delays in order
cell and delay, ps:
buf_8 100, ha_4 160, and3_4 160, nand3_4 60, mux2_4 300, buf_6 110
## placed cells by master, fill, tap and decap left out
cell / synthesis / final
a22o_1: 1 / 1
xnor2_2: 0 / 1
a21oi_1: 2 / 1
mux2i_1: 1 / 1
o21ai_2: 0 / 1
nor2b_1: 1 / 1
nand3_4: 1 / 2
dlygate4sd2_1: 0 / 1
nor2_2: 0 / 1
a32o_1: 1 / 1
mux2_4: 1 / 1
buf_6: 0 / 6
nand3_1: 2 / 1
buf_8: 0 / 1
buf_4: 0 / 11
buf_2: 0 / 8
nand4_1: 1 / 1
clkbuf_2: 0 / 1
clkdlybuf4s15_2: 0 / 1
nand2_1: 2 / 1
ha_4: 0 / 2
nand2_4: 0 / 1
and3_4: 1 / 1
o21bai_1: 1 / 1
a21oi_2: 0 / 1
## through the flow
step                      area, um^2  instances
after floorplan                  175         20
after global placement           443         89
after detailed placement         443         89
after CTS                        490         94
after global routing             513         95
final                            513         95
## area by class of cell
class	count	area [um^2]	area share (%)
Timing Repair Buffer	29	230	44.9
Multi-Input combinational cell	20	225	43.9
Tap cell	46	57.6	11.2
## metal layers
metal / vias to the layer above / part of all wire [%] / global-route usage [%]
met3: 0 / 11 / 1.14
li1: 140 / - / -
met2: 13 / 33 / 3.45
met1: 120 / 56 / 3.89
met4: 0 / 0 / 0
met5: - / 0 / 0
## where the power goes
part	internal, W	leakage [nW]	switching (W)
Combinational	0.0000881	0.219	0.0000520
Clock	0	0	0
Sequential	0	0	0
## final timing paths
path	start	end	slack [ps]	cells past startpoint
worst max-delay path	F_in[0]	E_out[1]	-170	6
worst min-delay path	E_in[1]	E_out[1]	800	3
## timing repair
item | in CTS | in global routing
pin swaps | 12 | 5
setup buffers | 5 | 1
endpoints found under the hold margin | 0 | 0
gates resized | 65 | 5
setup endpoints to repair | 7 | 7
cloned | 0 | 0
Power figures rest on the tool's default switching activity, not on a simulated workload.
