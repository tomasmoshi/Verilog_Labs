--- ./config.mk ---
export PLATFORM = sky130hd
export DESIGN_NAME = lfsr_random
export DESIGN_NICKNAME = lfsr_random
export VERILOG_FILES = /design/flow/design.v
export SDC_FILE = /design/flow/constraint.sdc
export NUM_CORES = 4
export LEC_CHECK = 1
export CORE_AREA = 10 10 96 96
export DIE_AREA = 0 0 106 106
--- ./constraint.sdc ---
current_design lfsr_random

set clk_period 1.6
set clk_io_pct 0.2

create_clock -name clk0 -period $clk_period [get_ports {clk}]

set non_clock_inputs [all_inputs -no_clocks]
set_input_delay [expr $clk_period * $clk_io_pct] -clock clk0 $non_clock_inputs
set_output_delay [expr $clk_period * $clk_io_pct] -clock clk0 [all_outputs]
--- ./design.v ---
`timescale 1ns / 1ps
module lfsr_random(
    input clk,
    input rst,
    input roll,
    output reg [3:0] dice1,
    output reg [3:0] dice2
);
    reg [3:0] lfsr1 = 4'b1011;
    reg [3:0] lfsr2 = 4'b1101;
    always @(posedge clk or posedge rst) begin
        if (rst) begin
            lfsr1 <= 4'b1011;
            lfsr2 <= 4'b1101;
            dice1 <= 4'd1;
            dice2 <= 4'd1;
        end else if (roll) begin
            lfsr1 <= {lfsr1[2:0], lfsr1[3] ^ lfsr1[2]};
            lfsr2 <= {lfsr2[2:0], lfsr2[3] ^ lfsr2[1]};
            dice1 <= (lfsr1 % 6) + 1;
            dice2 <= (lfsr2 % 6) + 1;
        end
    end
endmodule
--- ./run.sh ---
#!/bin/bash
# OpenROAD 26Q1-2900-gdf79404cd8, Yosys 0.63+post, stock flow scripts
make -C /OpenROAD-flow-scripts/flow DESIGN_CONFIG=/design/flow/config.mk WORK_HOME=/design/flow/orfs finish
==> notes.md <==
fresh numbers from the pnr run: status complete, but fails checks, violations in the final reports negative setup slack, required time at the endpoint of the critical path 1.74 ns, initial antenna violation count 0, adder-cell share of the synthesized area 8.15%, top cells by area, synth sky130_fd_sc_hd__dfstp_2 (20%), sky130_fd_sc_hd__dfrtp_1 (19%), sky130_fd_sc_hd__mux2_2 (10%), Crit path max-delay family simple AND/OR/NAND/NOR gates, hold buffers post-CTS 0, peak supply drop 0.000952 V, Clk Latency, worst-skew pair 0.25 ns, CP most frequent cell sky130_fd_sc_hd__ha_4, RSZ-0062 raised after global routing yes, mean instance size in the synthesized netlist 9.68 um^2, least setup slack across all paths after layout -0.677 ns, Overall Power 3.87 mW, Routability Congestion 0.835, number of max-slew violations in the final report 0, floorplan die area 11200 um^2, synthesis-to-layout area growth 67.5%, post-detail-place hpwl 1620 um, proportion of layout cells with a drive suffix above 1 56.1%, number of distinct library cells after synthesis 38, gr ovfl total 0, clock transition at the registers of the reported paths 0.07 ns, drt drc 0, data arrival time of the worst path 2.42 ns, Yosys Chip Area 1070 um^2, post-place setup slack -0.716 ns, Most common reg cell sky130_fd_sc_hd__dfstp_2, Yosys top cell area share 19.6%, Die H 106 um, Buffers on Ports 10, first-pass GRT wire length 4460 um, Bufs on Longest Clock Path 2, floorplan die width 106 um, core area 7210 um^2, Max FO, Critical Path 2, final-report setup violation count 6, number of warnings the tools reported 28, post-synthesis register bit count 16, post-synthesis instance area 1070 um^2, WL/cell 10.9 um, number of H-tree levels 1, via count of the first global-routing pass 960, iteration count of the initial detailed-routing pass 4, worst path cell trace buf_6 -> ha_4 -> nand4b_1 -> or3_4 -> nand3_2 -> inv_2 -> ha_4 -> xor2_1 -> mux2_4, via count normalized by instance count 3.94, async set-or-reset flop fraction in the synthesized netlist 100%, Slew HR 80.7%, CP bufs+invs 2, post-detailed-placement cell area 1450 um^2, I/O Pins 11, largest family of logic cells by area simple AND/OR/NAND/NOR gates, sequential element share of the synthesized area 38.2%, cell type of the slowest stage on the worst timing path sky130_fd_sc_hd__dfstp_2, number of buffers inserted during clock tree synthesis 3, number of synthesized flops with an enable pin 0, total clock sinks 16, maximum frequency from static timing analysis 0.439 GHz, TritonCTS clock tree yes, max incr delay on CP 0.56 ns, largest net degree at the start of global routing 20, type of the most critical hold path input port to async pin, leading area contributor after synthesis sky130_fd_sc_hd__dfstp_2, simple share 17.6%, cell count after synthesis 111, PwrDens 2150 nW/um^2, antenna diode count 0, most instantiated logic cell after routing sky130_fd_sc_hd__buf_4, max-cap viol count 0, number of instances in the placed design 233, startpoint class of the critical path register, final wirelength 2700 um, critical path class register to register, Static Leakage 0.714 nW, Total Routing Usage GR 4.56%, residual antenna-violating net count after detailed routing 0, kind of end point of the critical path register, count of yosys warnings during synthesis 1, most frequent cells in the layout sky130_fd_sc_hd__buf_4 (26), sky130_fd_sc_hd__clkdlybuf4s50_1 (10), sky130_fd_sc_hd__dfstp_2 (8), sky130_fd_sc_hd__dfrtp_1 (8), vias after detailed routing 972, cell total in the yosys stat output 111, Total Neg Setup Slack -2.72 ns, synthesized-area fraction occupied by ao, oa, aoi and oai cells 15.0%, Mux cell area share 12.3%, XOR Share, Synth 2.44%, area of all placed cells without fillers 1800 um^2, Core Util at FP 14.9%, Tightest Pin Transition 0.287 ns, final non-filler cell total 247, violation count after the first detailed-route iteration 47, worst clock skew 0.00349 ns, share of the clock period used by the worst path after layout 142%, Final Hold Fails 0, Core Rows 31, CTS root buf sky130_fd_sc_hd__clkbuf_8, Final min period 2.28 ns
## cell type report
class / count / area (um^2)
clock buffers: 4 / 55.1
fillers: 764 / 5410
inverters: 6 / 22.5
multi-input cells: 80 / 808
flip-flops and latches: 16 / 410
well taps: 99 / 124
repair buffers: 42 / 380
## path summary, 6_finish.rpt
| check | slack [ns] | to | cells after the start | startpoint |
|---|---|---|---|---|
| setup reg to reg | -0.68 | dice1[2]$_DFFE_PP0P_ | 9 | lfsr1[3]$_DFFE_PP1P_ |
| max in group asynchronous | 0.97 | dice1[0]$_DFFE_PP1P_ | 3 | rst |
| min in group clk0 | 0.49 | dice1[0]$_DFFE_PP1P_ | 2 | dice1[0]$_DFFE_PP1P_ |
| setup / recovery | -0.68 | dice1[2]$_DFFE_PP0P_ | 9 | lfsr1[3]$_DFFE_PP1P_ |
| hold / removal | 0.37 | dice1[3]$_DFFE_PP0P_ | 3 | rst |
| hold reg to reg | 0.49 | dice1[0]$_DFFE_PP1P_ | 2 | dice1[0]$_DFFE_PP1P_ |
## stage by stage
| step | utilization [%] | hold slack, ns |
|---|---|---|
| final | 25.0 | 0.369 |
| after global routing | 25.0 | 0.396 |
| after CTS | 22.8 | 0.375 |
| after detailed placement | 20.1 | 0.490 |
| after global placement | 20.1 | 0.478 |
| after floorplan | - | 0.228 |
## logic make-up after synthesis
logic type	count (synthesis)
xor gates and xnor gates	3
and+or+nand+nor	34
DFF	16
buffers and inverters	15
muxes	12
AOI/OAI and AO/OA	24
adders and majority gates	7
## layer usage
layer / track usage, % / part of all wire [%] / routed length, um
met5: 0 / 0 / 0
met4: 0.870 / 1.1 / 29
met3: 0.795 / 4.5 / 121
met2: 7.69 / 47 / 1270
met1: 6.02 / 47 / 1270
## Yosys cell counts (all sizes together), types with 3 or more instances
| cell type | number |
|---|---|
| nor2b | 6 |
| dfstp | 8 |
| o21ai | 7 |
| nand2 | 8 |
| ha | 7 |
| mux2 | 10 |
| dfrtp | 8 |
| nor2 | 7 |
| inv | 6 |
| clkbuf | 6 |
| buf | 3 |
| a21oi | 4 |
## what timing repair did
action / CTS / global route
endpoints found under the setup margin: 6 / 6
gates resized: 14 / 25
buffers inserted: 9 / 4
pin swaps: 8 / 18
## tightest hold or removal path, stage by stage
cell and delay (ns):
sky130_fd_sc_hd__clkdlybuf4s50_1 0.39, sky130_fd_sc_hd__inv_1 0.05, sky130_fd_sc_hd__buf_4 0.23
## flip-flops by register name, summed over array words and instances (netlist names)
signal and count:
lfsr2 4, lfsr1 4, dice2 4, dice1 4
## report_power, final
part / leakage, nW / switching, mW / total, mW / internal, mW
Combinational: 0.506 / 1.08 / 2.66 / 1.58
Clock: 0.0288 / 0.139 / 0.357 / 0.218
Sequential: 0.179 / 0.175 / 0.847 / 0.671
Total: 0.714 / 1.40 / 3.87 / 2.47
Power is estimated from default activity; no workload was simulated.
